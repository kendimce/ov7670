### flow/run.sh
#!/bin/bash
# OpenROAD 26Q1-2900-gdf79404cd8, Yosys 0.63+post, stock flow scripts
make -C /OpenROAD-flow-scripts/flow DESIGN_CONFIG=/design/flow/config.mk WORK_HOME=/design/flow/orfs finish
### flow/design.v
module i2c_ov7670(clk,SCLK,SDA);
		input clk;
		inout reg SDA;
		output SCLK;
		localparam OP_CODE=0;			 
		localparam OP_STAND_BY=0;
		localparam OP_START=1;
		localparam OP_ADDRESS=2;
		localparam OP_ACK_FIRST=3;
		localparam OP_REG=4;
		localparam OP_ACK_SECOND=5;
		localparam OP_DATA=6;
		localparam OP_ACK_THIRD=7;
		localparam number_of_operations=4;
		localparam OP_BEFORE_STOP=8;
		localparam OP_STOP=9;
		reg [6:0] slave_address;
		reg [5:0] state;  
		reg [7:0] INTERNAL_REG;
		reg [7:0] INTERNAL_DATA;
		reg [4:0] op_counter;
		integer count;
		integer clock_counter;		 
		reg clk_enable;
		reg sclk_enable;
		initial
		begin
		slave_address<=7'h21; 
		clock_counter<=0;
		sclk_enable<=0;
		clk_enable<=0;
		op_counter<=0;
		state<=OP_STAND_BY;
		count<=6;
		end
		always@(posedge clk)
		begin
				if(clock_counter==124)
				begin
					clk_enable<=~clk_enable;
					clock_counter<=0;
				end
				else
				begin
					clock_counter<=clock_counter+1;
				end
		end
		always @ (negedge clk_enable)
		begin
				if((state==OP_START) || (state==OP_STAND_BY) || (state==OP_STOP))
				begin
				sclk_enable<=0;
				end
				else
				begin
				sclk_enable<=1;
				end
		end
		assign SCLK = (sclk_enable==0) ? 1: ~clk_enable;
		always @(posedge clk_enable)
		begin
					case(op_counter)
							0:
						begin
								INTERNAL_REG <= 8'h12;
								INTERNAL_DATA <= 8'h80;
						end
							1:
						begin
								INTERNAL_REG <= 8'h12;
								INTERNAL_DATA <= 8'h80;
						end
						2:
						begin
								INTERNAL_REG <= 8'h8C;
								INTERNAL_DATA <= 8'h02;
						end
						3:
						begin
								INTERNAL_REG <= 8'h40;
								INTERNAL_DATA <= 8'h10;
						end
						4:
						begin
								INTERNAL_REG <= 8'h72;
								INTERNAL_DATA <= 8'h22;
						end
						5:
						begin
								INTERNAL_REG <= 8'h73;
								INTERNAL_DATA <= 8'hF2;
						end
						6:
						begin
								INTERNAL_REG <= 8'h17;
								INTERNAL_DATA <= 8'h16;
						end
						7:
						begin
								INTERNAL_REG <= 8'h18;
								INTERNAL_DATA <= 8'h04;
						end
						8:
						begin
								INTERNAL_REG <= 8'h32;
								INTERNAL_DATA <= 8'hA4;
						end
						9:
						begin
								INTERNAL_REG <= 8'h19;
								INTERNAL_DATA <= 8'h02;
						end
						10:
						begin
								INTERNAL_REG <= 8'h7A;
								INTERNAL_DATA <= 8'h1A;
						end
						11:
						begin
								INTERNAL_REG <= 8'h03;
								INTERNAL_DATA <= 8'h0A;
						end
						12:
						begin
								INTERNAL_REG <= 8'h0C;
								INTERNAL_DATA <= 8'h04;
						end
						13:
						begin
								INTERNAL_REG <= 8'h12;
								INTERNAL_DATA <= 8'h00;
						end
						14:
						begin
								INTERNAL_REG <= 8'h8C;
								INTERNAL_DATA <= 8'h00;
						end
						15:
						begin
								INTERNAL_REG <= 8'h40;
								INTERNAL_DATA <= 8'h00;
						end
						16:
						begin
								INTERNAL_REG <= 8'h04;
								INTERNAL_DATA <= 8'h0C;
						end
						17:
						begin
								INTERNAL_REG <= 8'h14;
								INTERNAL_DATA <= 8'h6A;
						end
						18:
						begin
								INTERNAL_REG <= 8'h4F;
								INTERNAL_DATA <= 8'h80;
						end
						19:
						begin
								INTERNAL_REG <= 8'h05;
								INTERNAL_DATA <= 8'h80;
						end
						20:
						begin
								INTERNAL_REG <= 8'h51;
								INTERNAL_DATA <= 8'h00;
						end
						21:
						begin
								INTERNAL_REG <= 8'h52;
								INTERNAL_DATA <= 8'h22;
						end
						22:
						begin
								INTERNAL_REG <= 8'h53;
								INTERNAL_DATA <= 8'h5E;
						end
						23:
						begin
								INTERNAL_REG <= 8'h54;
								INTERNAL_DATA <= 8'h80;
						end
						24:
						begin
								INTERNAL_REG <= 8'h3D;
								INTERNAL_DATA <= 8'h40;
						end
					endcase
		end
		always@(posedge clk_enable)
		begin		
				case(state)
						OP_STAND_BY:		 
						begin
								SDA<=1;
								state<=OP_START;
						end
						OP_START:		 
						begin
								SDA<=0;
								state<= OP_ADDRESS;
						end
						OP_ADDRESS:
						begin
								if(count>=0 )
								begin
									SDA <= slave_address[count];   
									count<=count-1;
								end
								else
								begin
										SDA<=0;  		
										state<= OP_ACK_FIRST;
								end
						end
						OP_ACK_FIRST:
						begin	
										SDA<=1'bz;
										count<=7;
										state<=OP_REG;
						end
						OP_REG:
						begin
								if(count>=0)
								begin
										SDA <= INTERNAL_REG[count];   
										count<=count-1;
								end
								else
								begin
										SDA<=1'bz;    
										count<=7;
										state<=OP_DATA;  
								end
						end
						OP_DATA:
						begin
									if(count>=0)
									begin
												SDA <= INTERNAL_DATA[count]; 
												count<=count-1;
									end
									else
									begin
												SDA<=1'bz;
												state<=OP_BEFORE_STOP;  
												count<=6;
									end
						end
						OP_BEFORE_STOP:
						begin
									if(op_counter< number_of_operations)
									begin
												SDA<=0;
												state<=OP_STAND_BY;
												op_counter<=op_counter+1;
									end
									else
									begin
													SDA<=0;
													state<=OP_STOP;
									end
						end
							OP_STOP:
							begin		
									SDA<=1;  
							end
		endcase
		end
		endmodule
module xclk(clk,HREF,VS,incoming_data,xclk,pclk,captured,vga_clk);
		input clk;
		input wire HREF,VS,pclk;
		output reg vga_clk;
		input [7:0] incoming_data;
		output reg [15:0] captured ;
		output wire xclk;
		integer publish=0;
		integer clock_counter=0;
		assign xclk=clk;
		always@(posedge xclk)
		begin
				if(clock_counter==0)
				begin
						clock_counter<=clock_counter+1;
						vga_clk<=0;
				end
				else if(clock_counter==1)
				begin
						clock_counter<=0;
						vga_clk<=1;
				end
		end
			always@(posedge pclk)
				begin		
						if(HREF==1)
						begin
								if(publish==0)
								begin
										captured[15:8]<=incoming_data[7:0];
										publish <= publish + 1;
								end
								else if(publish==1)
								begin
										captured[7:0]<=incoming_data[7:0];
										publish=0;
								end
				end
		end
		endmodule
module top(clk, SDA,SCLK,HREF,VS,pclk,incoming_data,R,G,B,VSYNC,HSYNC,xclk);
	input clk;
	output SCLK;
	inout SDA;
	output [3:0] R;
	output [3:0] G;
	output [3:0] B;				 
	output HSYNC,VSYNC;
	output xclk;
	input VS,HREF;
	input pclk;					 
	input [7:0] incoming_data;
	wire [15:0] tx;
	wire v_clk;
	i2c_ov7670 i2c( .clk(clk), .SDA(SDA),.SCLK(SCLK));
	xclk k(.clk(clk), .VS(VS), .HREF(HREF), .xclk(xclk), .pclk(pclk), .incoming_data(incoming_data), .captured(tx), .vga_clk(v_clk));
		vga_controller v(.clk(clk), .R(R), .G(G), .B(B),.HSYNC(HSYNC),.VSYNC(VSYNC), .vga_clk(v_clk), .rx(tx), .pclk(pclk),.HREF(HREF), .VS(VS));
	endmodule
module vga_controller(clk,rst,VSYNC,HSYNC,R,G,B,vga_clk,pclk,rx,HREF,VS);
	input clk,rst;
	input pclk,vga_clk;
	input HREF,VS;
	input wire [15:0] rx;
	reg [6:0] addr;
	reg [15:0] data;
	output reg VSYNC,HSYNC;   
	output reg [3:0] R;
	output reg [3:0] G;
	output reg [3:0] B;				 
	initial
	begin
			VSYNC<=0;
			HSYNC<=0;
	end
	always@(posedge vga_clk)
	begin	
				data<=rx;
	end
	always @(posedge vga_clk)
	begin
						if(HREF==1 && VS==0) 
						begin
								R[3:0]<=rx[11:8];
								G[3:0]<=rx[7:4];
								B[3:0]<=rx[3:0];
								HSYNC<=1;
								VSYNC<=0;
						end
						else if(HREF==0 && VS==1) 
						begin
								R[3:0]<=0;
								G[3:0]<=0;
								B[3:0]<=0;
								HSYNC<=0;
								VSYNC<=1;
						end
					else if(HREF==0 && VS==0)
					begin
								R[3:0]<=4'hzzzz;
								G[3:0]<=4'hzzzz;
								B[3:0]<=4'hzzzz;
								HSYNC<=0;
								VSYNC<=0;
					end
		end
	endmodule
### flow/constraint.sdc
current_design top

set clk_period 4.2
set clk_io_pct 0.2

create_clock -name clk0 -period $clk_period [get_ports {clk}]
create_clock -name clk1 -period $clk_period [get_ports {pclk}]

set non_clock_inputs [all_inputs -no_clocks]
set_input_delay [expr $clk_period * $clk_io_pct] -clock clk0 $non_clock_inputs
set_output_delay [expr $clk_period * $clk_io_pct] -clock clk0 [all_outputs]
### flow/config.mk
export PLATFORM = sky130hd
export DESIGN_NAME = top
export DESIGN_NICKNAME = top
export VERILOG_FILES = /design/flow/design.v
export SDC_FILE = /design/flow/constraint.sdc
export NUM_CORES = 4
export LEC_CHECK = 1
export CORE_UTILIZATION = 40
==> impl_metrics.tcl <==
# yosys + openroad results
set metrics [dict create \
    grt_max_degree 59 \
    status "finished, final reports clean" \
    wire_per_inst_um 12.2 \
    ioPinCount 29 \
    tool_warnings 35 \
    hpwlAfterDp_um 8700 \
    clkPwrFrac_pct 50.3 \
    whs_ns 0.483 \
    clk_pin_slew_ns 0.05 \
    initial_core_util_pct 40.7 \
    ys_area_um2 8250 \
    ir_drop_mv 0.417 \
    antenna_found_initial 0 \
    drc 0 \
    worstPathCellList "clkbuf_16 -> clkbuf_16 -> clkdlybuf4s50_1" \
    ant_nets 0 \
    synthesis.area_um2 8250 \
    utilization_pct 46.9 \
    critPathLaunchType "clock port" \
    unclocked_pins 72 \
    synth_warnings 9 \
    fin_cells 1050 \
    cap_violations 0 \
    yosysSeqAreaShare_pct 61.9 \
    p_per_area_nw_per_um2 251 \
    max_stage_delay_ns 0.39 \
    routed_wl_um 12800 \
    hold_buffers 0 \
    rsz0062_at_grt "no" \
    die_w_um 146 \
    synth_cell_types 63 \
    netSwitchingFraction_pct 17.0 \
    post_cts_buffers 0 \
    holdPathEnd "i2c.clock_counter[22]$_SDFF_PN0_" \
    ys.flops 182 \
    drt-pass1-iter-count 4 \
    dpl_worst_slack_ns 0.893 \
    drt-initial-drc-count 214 \
    worst_slack_ns 0.628 \
    ys_cells 694 \
    worstPathRequired_ns 3.36 \
    p_leak_nw 3.38 \
    ctsResizeCount 0 \
    arrival_ns 2.73 \
    crit_path_max_fanout 2 \
    crit_slowest_cell "clkdlybuf4s50_1" \
    hold_violations 0 \
    synth-main-ff-cell "edfxtp_1" \
    setup-tns-final_ns 0 \
    whs_path_depth 1 \
    switching_power_uw 405 \
    drt-vias-per-instance 4.87 \
    untimed_endpoints 156 \
    hold_start "i2c.clock_counter[22]$_SDFF_PN0_" \
    portBuffers 26 \
    synth_cells 694 \
    syn_area_per_cell_um2 11.9 \
    edf_count 146 \
    drive_above_1_share_pct 7.05 \
    syn_to_final_growth_pct 15.2 \
    hold_class "flip-flop to flip-flop" \
    synth_async_sr_flop_share_pct 0 \
    worstRegToRegCells 6 \
    worstSetupPathType "clock port to output pin" \
    n_antenna_cell 0 \
    die_area_um2 21200 \
    relSlewSlack_pct 57.5 \
    coreArea_um2 20200 \
    cts_tree "yes" \
    rows 52 \
    end_kind "output pin" \
    overflow 0 \
    place.gp.congestion 0.848 \
    r2r_start "k.publish[6]$_SDFFCE_PP0P_" \
    p_seq_share_pct 48.7 \
    drv_slew 0 \
    r2r_end "k.publish[23]$_SDFFCE_PP0P_" \
    critical_path.most_common_cell "clkbuf_16" \
    clock_skew_ns 0.00609 \
    cellInternalPower_mw 1.98 \
    grt_pass1_vias 4959 \
    dp_cells 1023 \
    grt_pass1_wl_um 22300 \
    setup_violations 0 \
    chipHeight_um 146 \
    via_count 5114 \
    combinationalPowerShare_pct 1.0 \
    tightest_slew_ns 0.637 \
    track_usage_pct 13.2 \
    regToRegSetupSlack_ns 2.22 \
]
## cell families after synthesis
logic type | Yosys count | share of synthesized area [%]
compound gates | 93 | 6.98
xor+xnor | 60 | 6.37
fa+ha+maj | 14 | 2.12
buf+inv | 59 | 2.91
flops | 182 | 61.9
mux | 8 | 1.18
other cells | 1 | 0.0455
simple gates | 277 | 18.5
## worst max-delay path by stage
| stage | depth (start not counted) | slack, ns | end | from |
|---|---|---|---|---|
| finish | 3 | 0.63 | xclk | clk |
| global route | 3 | 0.61 | xclk | clk |
| CTS | 3 | 0.62 | xclk | clk |
## power by group through the flow
stage     logic, mW  registers [mW]  clock network (mW)
6_report     0.0229            1.16                1.20
5_1_grt      0.0272            1.16                1.28
4_1_cts      0.0233            1.16                1.23
## sequential cells by signal, indices dropped and copies added, names as in the netlist, 4 cells and up
signal	count
i2c.INTERNAL_DATA	7
i2c.INTERNAL_REG	8
i2c.clock_counter	32
i2c.count	32
i2c.op_counter	5
i2c.state	4
k.captured	12
k.clock_counter	32
k.publish	32
v.B	4
v.G	4
v.R	4
## cell usage after synthesis (9+ instances only)
master,n,area (um2)
nand2_1,43,161
or3_1,12,75.1
nor2b_1,9,56.3
dfxtp_1,36,721
edfxtp_1,146,4380
nand3_1,17,85.1
inv_1,24,90.1
nand4_1,10,62.6
a21oi_1,37,185
xnor2_1,45,394
o21ai_0,19,95.1
and3_1,14,87.6
clkbuf_1,29,109
ha_1,14,175
nand2b_1,9,56.3
nor2_1,76,285
nor4_1,30,188
and2_1,15,93.8
xor2_1,15,131
nor3_1,11,55.1
## area by class of cell
class,instances,area (um2)
inverter,24,90.1
tap,270,338
multi-input combinational,510,3120
timing repair buffer,36,333
clock buffer,21,447
fill,1781,10700
clock inverter,7,61.3
sequential,182,5100
## worst max-delay path, delay by kind of cell
family,cells,cell delay [ns]
buf+inv,3,0.64
## per-layer routing
layer	global-route usage [%]	wire length (um)	up-vias
met5	0	0	-
met4	2.16	134	0
met3	2.75	411	13
met2	20.5	6020	76
met1	21.1	6290	2395
li1	-	-	2630
## metrics by stage
step | area, um2 | total power [mW]
after detailed placement | 9000 | 1.22
after global placement | 9000 | 1.22
after global routing | 9500 | 2.47
after CTS | 9500 | 2.42
after floorplan | 8460 | 1.20
final | 9500 | 2.38
## cells in the final DEF, fill, tap and decap left out, types with 4 or more instances in the layout
cell type / n
a21o_1: 5
a21oi_1: 36
and2_1: 15
and3_1: 14
buf_4: 11
clkbuf_16: 17
clkdlybuf4s50_1: 26
clkinv_2: 4
conb_1: 58
dfxtp_1: 36
edfxtp_1: 146
ha_1: 14
inv_1: 24
mux2_2: 4
nand2_1: 43
nand2b_1: 9
nand3_1: 17
nand3b_1: 4
nand4_1: 10
nor2_1: 74
nor2_2: 4
nor2b_1: 9
nor3_1: 11
nor4_1: 30
o21ai_0: 19
or3_1: 12
xnor2_1: 45
xor2_1: 15
Power figures rest on the tool's default switching activity, not on a simulated workload.
